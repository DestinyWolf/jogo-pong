==> flow/design.v <==
module comp_3b (
    a, b, lt, gt, eq
);
    input [6:0] a, b;
    output lt, gt, eq;
    assign lt = a < b;
    assign gt = a > b;
    assign eq = a == b;
endmodule
==> flow/run.sh <==
#!/bin/bash
# OpenROAD 26Q1-2900-gdf79404cd8, Yosys 0.63+post, stock flow scripts
make -C /OpenROAD-flow-scripts/flow DESIGN_CONFIG=/design/flow/config.mk WORK_HOME=/design/flow/orfs finish
==> flow/config.mk <==
export PLATFORM = sky130hd
export DESIGN_NAME = comp_3b
export DESIGN_NICKNAME = comp_3b
export VERILOG_FILES = /design/flow/design.v
export SDC_FILE = /design/flow/constraint.sdc
export NUM_CORES = 4
export LEC_CHECK = 1
export CORE_AREA = 10 10 70 70
export DIE_AREA = 0 0 80 80
==> flow/constraint.sdc <==
current_design comp_3b

set clk_period 1.7
set clk_io_pct 0.2

create_clock -name clk0 -period $clk_period

set non_clock_inputs [all_inputs -no_clocks]
set_input_delay [expr $clk_period * $clk_io_pct] -clock clk0 $non_clock_inputs
set_output_delay [expr $clk_period * $clk_io_pct] -clock clk0 [all_outputs]
==> flow_results.org <==
* Flow results

** Timing
- Number of pins exceeding their max-slew limit in the final report :: 0
- In this run the tightest slew margin relative to its limit is 0.900.
- Setup violations, final :: 0
- The final timing report derives a shortest allowable period of 1.62 ns.
- Setup repair after global routing missed its margin :: no
- Setup ws final :: 0.0815 ns
- Final hold analysis gives a worst-case slack of 1.12 ns.
- The flow reports an fmax of 618 MHz.
- Dividing the final minimum period by the clock period gives 0.952.
- Final Hold Vio Count :: 0
- Worst Tran Pin Value :: 0.150 ns

** Power
- The analysis attributes to cell leakage a power of 0.199 nW.
- VDD sags by at most 0.0751 mV.
- Power spread over the standard cell area amounts to 242 nW/um2.

** Yosys
- Yosys cell types :: 11
- Ys Warns :: 0
- The share of the Yosys chip area taken by registers is 0.
- Averaged over all synthesized cells, the footprint is 7.22 um2.
- Post-synthesis instance total :: 26
- Yosys stat counts 26 cells in the synthesized netlist.
- Summed standard-cell area reported by yosys :: 188 um2
- Combined area of all synthesized cells :: 188 um2

** Placed design
- OpenSTA, run right after detailed placement, puts the worst setup slack at -0.736 ns.
- Final weighted congestion in routability-driven placement :: 0.738
- Tally of buffers added on design ports :: 17
- Summed over all nets, the half-perimeter wirelength after detailed placement is 662 um.

** Job
- Max-cap check violation count :: 0
- Count of warning messages emitted by the tools :: 32

** GRT
- The first global-routing pass estimated 1270 um of wire.
- Vias in the first global route :: 285
- Global route overflow :: 0
- Total track usage :: 0.0247
- Maximum number of pins on one net before global-route repair :: 4
- Antenna violations before repair :: 0

** Worst setup path
- STA lists the maximum fanout along the critical path as 2.
- Crit path capture type :: primary output
- The kind of cell with the highest combined delay along the critical path is buffers and inverters.
- The cell sequence reported for the critical path is buf_2, inv_2, ha_4, nand4_4, buf_4, nor2_1, dlygate4sd2_1.
- The worst setup path is launched from an input port.
- Critical path start-end classification :: input port to primary output
- The OpenROAD report gives the critical path a required time of 1.36 ns.
- The slowest stage of the critical path belongs to the cell sky130_fd_sc_hd__ha_4.
- Total buffers and inverters traversed by the critical path :: 4
- In this design, the stage delay of the slowest critical-path cell is 0.27 ns.
- The OpenROAD report gives the critical path a data arrival time of 1.28 ns.

** Die
- Floorplan core density :: 0.0549
- The floorplan has 21 rows.
- For this design the top-level I/O count stands at 17.
- Core area :: 3420 um2
- The die is 80 um wide.
- The die covers 6400 um2.
- Vertical die dimension :: 80 um

** Worst hold path
- Startpoint of the tightest hold check path :: a[6]
- Number of instances on the worst hold path :: 6
- Hold WC Path Type :: input port to primary output
- For hold timing, the worst endpoint is lt.

** Routing
- For this run, the detailed router reports a per-instance via density of 2.69.
- Per the detailed-route log, wirelength across all metal layers totals 801 um.
- Average detailed-routed wire length per instance :: 8.61 um
- Count of antenna-violating nets left after detailed routing :: 0
- 0 antenna diodes ended up in the layout.
- Summing over every cut layer, the via total after detailed routing is 250.
- The pre-antenna-repair detailed-routing pass consisted of 2 iterations.
- First DRT Iteration DRCs :: 7
- For this run, design rule violations remaining after detail routing come to 0.

** Finish
- Summing all flip-flop and latch instances after layout gives 0 um2.
- Layout overhead on the synthesized area :: 156%
- The layout has 0 clock buffers.
- Per the final layout report, the fraction of cells sized above drive strength 1 comes to 0.809.
- Number of sequential storage elements :: 0

** Run status
- Run status :: finished clean

** Clocking
- For this design, the CTS-stage hold fixing added 0 buffers.
-- metal layers --
metal  vias up  wire, um  GRT usage
li1        132         -          -
met1       107       412     0.0356
met2        11       327     0.0377
met3         0        61    0.00682
met4         0         0          0
met5         -         0          0
-- through the flow --
stage	TNS [ns]	power [mW]	std cells	cell area, um2	utilization
after global routing	0	0.130	93	480	0.141
after global placement	-2.03	0.0902	90	423	0.124
after detailed placement	-2.05	0.0910	90	423	0.124
final	0	0.116	93	480	0.141
after floorplan	0	0.0358	26	188	-
after CTS	0	0.118	94	489	0.143
-- power by group --
group | internal (mW) | switching, mW | leakage, nW
registers | 0 | 0 | 0
clock network | 0 | 0 | 0
logic | 0.0669 | 0.0493 | 0.199
total | 0.0669 | 0.0493 | 0.199
-- what timing repair did --
action,in CTS,in global routing
setup buffers,4,0
resized,74,2
cloned,0,0
endpoints found under the setup margin,3,2
pin swaps,15,1
-- how the worst max path moves through the flow --
stage,startpoint,end,slack [ns],cells past startpoint
4_1_cts,b[2],gt,0.02,8
5_1_grt,b[4],eq,0.02,7
6_report,b[4],eq,0.08,7
-- cells in the mapped netlist, drive strengths merged --
library cell  number  area [um2]
nand3              1        5.00
ha                 7        87.6
nand3b             1        7.51
nand2              1        3.75
nor2               2        7.51
o22a               1        8.76
nand4              1        12.5
inv                7        26.3
a21oi              4        23.8
o21ai              1        5.00
-- placed cells by master, fill, tap and decap left out, types with 2 or more instances in the layout --
| cell | count |
|---|---|
| sky130_fd_sc_hd__a21oi_2 | 4 |
| sky130_fd_sc_hd__buf_2 | 13 |
| sky130_fd_sc_hd__buf_4 | 4 |
| sky130_fd_sc_hd__clkdlybuf4s15_1 | 2 |
| sky130_fd_sc_hd__ha_4 | 6 |
| sky130_fd_sc_hd__inv_2 | 6 |
| sky130_fd_sc_hd__nor2_1 | 2 |
-- cell type report --
type	count	area [um2]
fillers	400	2940
multi-input cells	19	268
well taps	46	57.6
inverters	7	26.3
repair buffers	21	129
-- cell families (layout without fill, tap and decap cells) --
kind of cell / count (synthesis) / count (layout) / share of synthesized area
and+or+nand+nor: 6 / 6 / 0.193
buffers and inverters: 7 / 28 / 0.140
AOI/OAI and AO/OA: 6 / 6 / 0.200
adders and majority gates: 7 / 7 / 0.467
Power figures rest on the tool's default switching activity, not on a simulated workload.
