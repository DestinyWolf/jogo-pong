==> design.v <==
module flip_d (
    clk, d, rst, q
);
    input clk, d, rst;
    output reg q;
    always @(posedge clk, posedge rst) begin
        if (rst) begin
            q <= 0;
        end else begin
            q <= d;
        end
    end
endmodule
module shift_register (
    side, clk, rst, data, dataout
);
    input side, clk, rst, data;
    output [4:0] dataout;
    wire [4:0] ff_data_out;
	 wire [4:0] data_in;
	 assign data_in[0] = side ? data:ff_data_out[1];
	 assign data_in[1] = side ? ff_data_out[0]:ff_data_out[2];
	 assign data_in[2] = side ? ff_data_out[1]:ff_data_out[3];
	 assign data_in[3] = side ? ff_data_out[2]:ff_data_out[4];
	 assign data_in[4] = side ? ff_data_out[3]:data;
    flip_d f0(.clk(clk), .d(data_in[0]), .rst(rst), .q(ff_data_out[0]));
    flip_d f1(.clk(clk), .d(data_in[1]), .rst(rst), .q(ff_data_out[1]));
    flip_d f2(.clk(clk), .d(data_in[2]), .rst(rst), .q(ff_data_out[2]));
    flip_d f3(.clk(clk), .d(data_in[3]), .rst(rst), .q(ff_data_out[3]));
    flip_d f4(.clk(clk), .d(data_in[4]), .rst(rst), .q(ff_data_out[4]));
    assign dataout = ff_data_out;
endmodule
==> run.sh <==
#!/bin/bash
# OpenROAD 26Q1-2900-gdf79404cd8, Yosys 0.63+post, stock flow scripts
make -C /OpenROAD-flow-scripts/flow DESIGN_CONFIG=/design/flow/config.mk WORK_HOME=/design/flow/orfs finish
==> config.mk <==
export PLATFORM = sky130hd
export DESIGN_NAME = shift_register
export DESIGN_NICKNAME = shift_register
export VERILOG_FILES = /design/flow/design.v
export SDC_FILE = /design/flow/constraint.sdc
export NUM_CORES = 4
export LEC_CHECK = 1
export CORE_AREA = 10 10 70 70
export DIE_AREA = 0 0 80 80
==> constraint.sdc <==
current_design shift_register

set clk_period 1.0
set clk_io_pct 0.2

create_clock -name clk0 -period $clk_period [get_ports {clk}]

set non_clock_inputs [all_inputs -no_clocks]
set_input_delay [expr $clk_period * $clk_io_pct] -clock clk0 $non_clock_inputs
set_output_delay [expr $clk_period * $clk_io_pct] -clock clk0 [all_outputs]
==> metrics.yaml <==
syn_area_um2: 223
synthCells: 16
antenna_found_initial: 0
cts.path.max_buffers: 2
cts_buffers: 3
antenna_cells: 0
area_leaders: "dfrtp_1, mux2_2, buf_4, inv_1"
grt_pass1_vias: 170
dieWidth_um: 80
power.density_nw_per_um2: 1880
final_util: 0.101
ys_seq_frac: 0.562
status: "complete, no violations"
die_h_um: 80
portBuffers: 8
yosys.area.top_type_share: 0.562
ys_ff: 5
grt_max_degree: 6
vias: 140
leakage_nw: 0.146
crit_family: "flip-flops"
ios: 9
synth_cell_type_count: 4
track_usage: 0.0163
final_max_slew_viol_count: 0
setup_viol: 0
rows: 21
path_max_fanout: 2
grt_overflow: 0
drt_iter0_drc: 0
skew_ps: 1.91
nFillCells: 400
wl_per_cell_um: 6.99
synth_area_leader_cell: "dfrtp_1"
dp.cells: 67
postRouteAntennaNets: 0
drcViolationCount: 0
yosys_area_um2: 223
worst_slew_pin_slew_ps: 217
fin_cells: 72
hp-class: "in -> async"
drive_gt1_frac: 0.615
syn_to_final_growth_pct: 55.1
path_buffers: 1
critical_path.cell_chain: "buf_2"
drt-total-wl_um: 503
root_buffer: "clkbuf_4"
cp-end-kind: "output port"
cts_tree: "yes"
post-route-min-period_ps: 925
slowest_stage: "dfrtp_1"
cap_viol_max_count: 0
vdd_drop_max_mv: 0.245
dr.pass1.iters: 1
finalHoldViolCount: 0
clkSinkCount: 5
slowest_delay_ps: 370
die-area_um2: 6400
core_util_floorplan: 0.0652
crit_type: "reg -> out"
ys_cells: 16
yosys_warnings: 1
warnings: 25
clk_transition_reported_paths_ps: 40
syn_area_per_cell_um2: 13.9
grt_pass1_wl_um: 765
cp.arrival_ps: 730
r2r_slack_ps: 120
relSlewSlack: 0.855
hold_ws_ps: 164
mostFrequentLayoutCells: "mux2_2, dfrtp_1, buf_2, clkbuf_4, buf_4"
worstSetupStartpointType: "register"
place_congestion: 0.647
coreArea_um2: 3420
h-tree-depth: 1
setup-tns-final_ps: 0
vias_per_cell: 1.94
critical_path_required_ps: 800
clock_latency_ps: 240
rsz0062_at_grt: "false"
fin_crit_sh: 0.925
fmax_ghz: 1.08
ctsHoldBuffers: 0
report_power, final:
| group | internal (mW) | total (mW) | switching [mW] | leakage, nW |
|---|---|---|---|---|
| clock | 0.150 | 0.228 | 0.0770 | 0.0150 |
| combinational | 0.108 | 0.151 | 0.0433 | 0.0727 |
| sequential | 0.248 | 0.269 | 0.0214 | 0.0585 |
| total | 0.506 | 0.648 | 0.142 | 0.146 |
final cells by class:
class | instances | area [µm²] | area share
Sequential cell | 5 | 125 | 0.362
Timing Repair Buffer | 11 | 76.3 | 0.221
Tap cell | 46 | 57.6 | 0.167
Multi-Input combinational cell | 5 | 56.3 | 0.163
Clock buffer | 4 | 26.3 | 0.0761
Inverter | 1 | 3.75 | 0.0109
worst paths after layout:
kind	start	end	depth (start not counted)
max in group asynchronous	rst	f3.q	2
hold reg to reg	f0.q	f1.q	1
min in group clk0	side	f0.q	2
setup reg to reg	f1.q	f2.q	2
hold / removal	rst	f0.q	2
setup / recovery	f4.q	dataout[4]	1
worst reg2reg max path, stage by stage (launching register included):
cell,delay [ps]
dfrtp_1,370
buf_4,140
mux2_2,250
state kept, by name (all words and copies together), names as in the netlist:
name and count:
f0.q 1, f1.q 1, f2.q 1, f3.q 1, f4.q 1
routing by layer:
metal  wire length [µm]  GRT usage  part of all wire
met5                  0          0                 0
met2                280     0.0281              0.56
met3                 40     0.0136             0.080
met1                171     0.0121              0.34
met4                 10    0.00880             0.020
synth_stat cells:
cell,number
buf_4,5
dfrtp_1,5
inv_1,1
mux2_2,5
cells by family after synthesis:
kind of cell | after synthesis | synth area share
muxes | 5 | 0.253
DFF | 5 | 0.562
buffers and inverters | 6 | 0.185
through the flow:
step	total power, mW	instance area [µm²]	setup WS [ps]
6_report	0.648	345	74.6
5_1_grt	0.698	345	22.2
4_1_cts	0.672	350	0.246
3_5_place_dp	0.462	338	-273
3_3_place_gp	0.460	338	-263
2_1_floorplan	0.367	223	268
timing repair:
action / in CTS / in global routing
setup endpoints to repair: 10 / 1
gates resized: 15 / 1
buffers inserted: 1 / 0
Power and IR drop assume default switching activity.
