`run.sh`:
```
#!/bin/bash
# OpenROAD 26Q1-2900-gdf79404cd8, Yosys 0.63+post, stock flow scripts
make -C /OpenROAD-flow-scripts/flow DESIGN_CONFIG=/design/flow/config.mk WORK_HOME=/design/flow/orfs finish
```
`config.mk`:
```
export PLATFORM = sky130hd
export DESIGN_NAME = shift_register_7b
export DESIGN_NICKNAME = shift_register_7b
export VERILOG_FILES = /design/flow/design.v
export SDC_FILE = /design/flow/constraint.sdc
export NUM_CORES = 4
export LEC_CHECK = 1
export CORE_AREA = 10 10 70 70
export DIE_AREA = 0 0 80 80
```
`constraint.sdc`:
```
current_design shift_register_7b

set clk_period 1.0
set clk_io_pct 0.2

create_clock -name clk0 -period $clk_period [get_ports {clk}]

set non_clock_inputs [all_inputs -no_clocks]
set_input_delay [expr $clk_period * $clk_io_pct] -clock clk0 $non_clock_inputs
set_output_delay [expr $clk_period * $clk_io_pct] -clock clk0 [all_outputs]
```
`design.v`:
```
module flip_d (
    clk, d, rst, q
);
    input clk, d, rst;
    output reg q;
    always @(posedge clk, posedge rst) begin
        if (rst) begin
            q <= 0;
        end else begin
            q <= d;
        end
    end
endmodule
module shift_register_7b (
    side, clk, rst, data, dataout
);
    input side, clk, rst, data;
    output [7:0] dataout;
    wire [7:0] ff_data_out;
	 wire [7:0] data_in;
    assign data_in[0] = side ? data:ff_data_out[1];
    assign data_in[1] = side ? ff_data_out[0]:ff_data_out[2];
    assign data_in[2] = side ? ff_data_out[1]:ff_data_out[3];
    assign data_in[3] = side ? ff_data_out[2]:ff_data_out[4];
    assign data_in[4] = side ? ff_data_out[3]:ff_data_out[5];
    assign data_in[5] = side ? ff_data_out[4]:ff_data_out[6];
	 assign data_in[6] = side ? ff_data_out[5]:ff_data_out[7];
    assign data_in[7] = side ? ff_data_out[6]:data;
    flip_d f0(.clk(clk), .d(data_in[0]), .rst(rst), .q(ff_data_out[0]));
    flip_d f1(.clk(clk), .d(data_in[1]), .rst(rst), .q(ff_data_out[1]));
    flip_d f2(.clk(clk), .d(data_in[2]), .rst(rst), .q(ff_data_out[2]));
    flip_d f3(.clk(clk), .d(data_in[3]), .rst(rst), .q(ff_data_out[3]));
    flip_d f4(.clk(clk), .d(data_in[4]), .rst(rst), .q(ff_data_out[4]));
    flip_d f5(.clk(clk), .d(data_in[5]), .rst(rst), .q(ff_data_out[5]));
    flip_d f6(.clk(clk), .d(data_in[6]), .rst(rst), .q(ff_data_out[6]));
	 flip_d f7(.clk(clk), .d(data_in[7]), .rst(rst), .q(ff_data_out[7]));
    assign dataout = ~ff_data_out;
endmodule
```
==> run summary <==
Purpose: to document the outcome of synthesis and place and route.

Place
The count of buffers added on input and output ports is 11. Logged for this run, the post-placement worst setup slack is -0.2819 ns. The number of cells after detailed placement is 87.

The placer's final routability congestion estimate is 0.6958. Summing all placed instances gives a cell area of 571.8 um^2.

Clock network
CTS built an H-tree with a depth of 1. The buffer depth of the longest clock path is 2. TritonCTS created 3 clock buffers. The clock tree root buffer cell is sky130_fd_sc_hd__clkbuf_4. For the worst-skew pair, the clock arrives at the later sink with an insertion delay of 0.25 ns.

On the worst setup and hold paths after CTS, the clock-pin slew comes to 0.06 ns. The clock tree from TritonCTS is done. The number of hold-repair buffers added at the cts stage is 0.

The clock net in this run drives a total of 8 sinks.

Floorplanning
The floorplan core density is 10.70%. In this run the vertical extent of the chip is 80 um. The floorplan core area is 0.003416 mm^2. Row generation in the floorplan step produced 21 rows. The chip occupies 0.006400 mm^2.

The overall die width is 80 um. The top-level I/O count is 12.

Synth
The cell type with the largest total area after synthesis is sky130_fd_sc_hd__dfrtp_1. After Yosys synthesis, and, or, nand and nor cells account for 0% of the synthesized area. Ranked by instance count, the synthesized netlist is headed by sky130_fd_sc_hd__inv_1, sky130_fd_sc_hd__dfrtp_1, sky130_fd_sc_hd__mux2_4.

The synthesized netlist contains 4 unique library cells. Per the post-synthesis stats, the area per cell is 14.05 um^2. The cell count after synthesis came out at 26.

Counting flops with a built-in enable in the synthesized netlist gives 0. The post-synthesis chip area from yosys is 365.4 um^2. Sorting the synthesized cells by area gives the leading types as sky130_fd_sc_hd__dfrtp_1, sky130_fd_sc_hd__mux2_4, sky130_fd_sc_hd__inv_1, sky130_fd_sc_hd__buf_6.

After Yosys synthesis, XOR and XNOR cells account for 0% of the synthesized area. In this run, the synthesized area fraction spent on AND-OR/OR-AND gates is recorded as 0%. For reference, full adder, half adder and majority cells occupy 0% of the area reported after synthesis.

Before any placement, the netlist area is recorded as 365.4 um^2. After synthesis, the design contains 26 cells according to Yosys. The synthesis report names the predominant flop master as sky130_fd_sc_hd__dfrtp_1.

The most common cell in the synthesized netlist is sky130_fd_sc_hd__inv_1. The number of warnings issued by yosys is 1. The synthesized flop and latch total is 8. For reference, the mux area share after synthesis is 32.88%. The area share of the leading cell type in the synthesized netlist is 54.79%.

The combinational family with the most area after synthesis is multiplexers. The share of the yosys chip area belonging to registers is 54.79%. After synthesis, the share of flip-flops with an asynchronous set or reset is 100.0%.

Critical path
The timing report gives the biggest stage delay along the critical path as 0.38 ns. The worst setup path is launched from a register. Per the timing report, the most critical flop-to-flop path originates at f1.q. The endpoint identified for the worst register-to-register timing path is f0.q.

The number of cells on the critical path is 2. The arrival time at the worst endpoint is 0.79 ns. The endpoint required time on the critical path is 0.80 ns. Per the post-run analysis, buffers plus inverters along the critical path come to 2. Among all stages on the critical path, the largest delay is contributed by sky130_fd_sc_hd__dfrtp_1. In this run the register-to-register setup slack is 0.10 ns. The kind of cell with the highest combined delay on the critical path is flip-flops. The biggest fanout along the worst timing path is 2. STA shows the worst reg2reg path with a cell count of 2. The capturing element type of the critical path is an output pin.

The category of the critical setup timing path is register to output pin. The report lists the cells along the critical path as inv_1 > buf_2.

Global route
The number of global-route vias before repair is 286. The wire length of the first global-routing pass is 1366 um. The overall global routing resource usage is 2.773%.

Recorded from the global router log, the overflow total was 0. The maximum number of pins on one net before global-route repair is 9. The number of antenna violations at the first check in global routing is 0.

Finish
For this run, the share of the core covered by cells in the final layout is 16.52%. From synthesis to final layout, the design area changed by 54.45%. The post-layout instance count excluding filler cells is 91.

Of the cells placed in the final design, the portion with a size suffix greater than 1 is 57.78%. The post-route cell area is 564.3 um^2.

STA
The worst path uses 99.21% of the clock period. The slew at the pin closest to its max-slew limit is 0.3028 ns. The total negative slack for setup checks is 0 ns. The time the final worst path needs with I/O delays and setup is 0.9921 ns. The setup violation total in the final timing report is 0. Setup repair after global routing could not meet its margin everywhere. Across all setup checks in the final design, the least slack found is 0.007873 ns. Endpoints failing hold in the final report were tallied at 0. The highest clock rate this design can be run at is 1.008 GHz. The worst clock skew on the final layout is 0.006912 ns. The relative max-transition margin is 79.79%. The final max-slew violation count recorded for this run is 0. The tightest hold path in the finished design has a slack of 0.1931 ns.

Detailed routing
The number of antenna-violating nets in the routed design is 0. In the routed design, unresolved DRC markers number 0. The final routed wire length divided by cell count is 8.593 um. The total wire length after detailed routing is 782 um.

The vias per cell is 2.473. The violation tally recorded at the end of detailed-routing iteration 0 is 1. The routed layout has 225 vias. For this run, the script counts the antenna cells in the layout as 0. In the log, the iteration count for the first detailed-route pass is 2.

Flow run
The count of warning messages emitted by the tools is 27. The count of maximum capacitance violations is 0.

Worst hold path
The tightest min-delay check is of the input port to async pin type.

Pwr
The total power divided by cell area is 2278 mW/mm^2. The completed layout was analyzed and its total power is 1.285 mW. The leakage power total is 0.2964 nW. The analysis reports a worst IR drop on VDD of 494.4 uV.

Status
The run finished with clean final reports.
[state kept, by name, indices dropped and copies added (netlist names)]
name / count
f1.q: 1
f2.q: 1
f6.q: 1
f5.q: 1
f3.q: 1
f0.q: 1
f7.q: 1
f4.q: 1
[layout by cell type (no fill, tap or decap)]
cell                              Yosys  layout
sky130_fd_sc_hd__mux2_4               8       8
sky130_fd_sc_hd__inv_1                9       8
sky130_fd_sc_hd__dfrtp_1              8       8
sky130_fd_sc_hd__buf_2                0       8
sky130_fd_sc_hd__buf_4                0       4
sky130_fd_sc_hd__clkbuf_4             0       3
sky130_fd_sc_hd__clkdlybuf4s50_1      0       2
sky130_fd_sc_hd__inv_2                0       1
sky130_fd_sc_hd__dlygate4sd2_1        0       1
sky130_fd_sc_hd__buf_12               0       1
sky130_fd_sc_hd__buf_6                1       1
[cell families (layout without fill, tap and decap cells)]
logic type / after synthesis / after routing
buf+inv: 10 / 29
mux: 8 / 8
flops: 8 / 8
[metal layers]
layer	up-vias	global-route usage [%]	wire [um]
met5	-	0	0
met4	0	0.3521	0
met3	0	2.159	85
met2	11	3.291	271
met1	98	3.859	425
li1	116	-	-
[layout make-up]
type	count	area (um^2)
Fill cell	402	2851
Multi-Input combinational cell	8	120.1
Clock buffer	3	22.52
Sequential cell	8	200.2
Tap cell	46	57.56
Timing Repair Buffer	17	130.1
Inverter	9	33.78
[worst max path at each step]
stage	startpoint	to	slack (ns)
CTS	f6.q	dataout[6]	-0.005
global route	f1.q	dataout[1]	-0.05
finish	f2.q	dataout[2]	0.008
[timing repair]
item	4_1_cts	5_1_grt
setup buffers	2	0
setup endpoints to repair	16	10
resized	25	2
endpoints found under the hold margin	0	0
[power by group]
part / total (mW) / internal (mW) / switching [mW]
registers: 0.514 / 0.442 / 0.0717
clock network: 0.247 / 0.137 / 0.109
logic: 0.525 / 0.376 / 0.149
Power is estimated from default activity; no workload was simulated.
